===== design/flow/config.mk =====
export PLATFORM = sky130hd
export DESIGN_NAME = pes_rr_arbiter
export DESIGN_NICKNAME = pes_rr_arbiter
export VERILOG_FILES = /design/flow/design.v
export SDC_FILE = /design/flow/constraint.sdc
export NUM_CORES = 4
export LEC_CHECK = 1
export CORE_AREA = 10 10 70 70
export DIE_AREA = 0 0 80 80

===== design/flow/run.sh =====
#!/bin/bash
# OpenROAD 26Q1-2900-gdf79404cd8, Yosys 0.63+post, stock flow scripts
make -C /OpenROAD-flow-scripts/flow DESIGN_CONFIG=/design/flow/config.mk WORK_HOME=/design/flow/orfs finish

===== design/flow/design.v =====
module pes_rr_arbiter (
  clk,    
  rst,    
  req3,   
  req2,   
  req1,   
  req0,   
  gnt3,   
  gnt2,   
  gnt1,   
  gnt0   
);
input           clk;     
input           rst;     
input           req3;    
input           req2;   
input           req1;   
input           req0;   
output          gnt3;    
output          gnt2;   
output          gnt1;   
output          gnt0;   
wire    [1:0]   gnt       ;   
wire            comreq    ;    
wire            beg       ;    
wire   [1:0]    lgnt      ;   
wire            lcomreq   ;   
reg             lgnt0     ;   
reg             lgnt1     ;
reg             lgnt2     ;
reg             lgnt3     ;
reg             mask_enable   ;
reg             lmask0    ;
reg             lmask1    ;
reg             ledge    ;
always @ (posedge clk)
  if (rst)   
  begin
    lgnt0 <= 0;
    lgnt1 <= 0;
    lgnt2 <= 0;
    lgnt3 <= 0;
  end 
  else
    begin                                     
  lgnt0 <=(~lcomreq & ~lmask1 & ~lmask0 & ~req3 & ~req2 & ~req1 & req0)
        | (~lcomreq & ~lmask1 &  lmask0 & ~req3 & ~req2 &  req0)
        | (~lcomreq &  lmask1 & ~lmask0 & ~req3 &  req0)
        | (~lcomreq &  lmask1 &  lmask0 & req0  )
        | ( lcomreq & lgnt0 );
  lgnt1 <=(~lcomreq & ~lmask1 & ~lmask0 &  req1)
        | (~lcomreq & ~lmask1 &  lmask0 & ~req3 & ~req2 &  req1 & ~req0)
        | (~lcomreq &  lmask1 & ~lmask0 & ~req3 &  req1 & ~req0)
        | (~lcomreq &  lmask1 &  lmask0 &  req1 & ~req0)
        | ( lcomreq &  lgnt1);
  lgnt2 <=(~lcomreq & ~lmask1 & ~lmask0 &  req2  & ~req1)
        | (~lcomreq & ~lmask1 &  lmask0 &  req2)
        | (~lcomreq &  lmask1 & ~lmask0 & ~req3 &  req2  & ~req1 & ~req0)
        | (~lcomreq &  lmask1 &  lmask0 &  req2 & ~req1 & ~req0)
        | ( lcomreq &  lgnt2);
  lgnt3 <=(~lcomreq & ~lmask1 & ~lmask0 & req3  & ~req2 & ~req1)
        | (~lcomreq & ~lmask1 &  lmask0 & req3  & ~req2)
        | (~lcomreq &  lmask1 & ~lmask0 & req3)
        | (~lcomreq &  lmask1 &  lmask0 & req3  & ~req2 & ~req1 & ~req0)
        | ( lcomreq & lgnt3);
end 
  assign beg = (req3 | req2 | req1 | req0) & ~lcomreq;  
assign lcomreq = ( req3 & lgnt3 )
                | ( req2 & lgnt2 )
                | ( req1 & lgnt1 )
                | ( req0 & lgnt0 );
assign  lgnt =  {(lgnt3 | lgnt2),(lgnt3 | lgnt1)};
always @ (posedge clk )
if( rst ) 
  begin
    lmask1 <= 0;
    lmask0 <= 0;
  end 
 else if(mask_enable) 
    begin
      lmask1 <= lgnt[1];
      lmask0 <= lgnt[0];
    end 
 else 
    begin
      lmask1 <= lmask1;
      lmask0 <= lmask0;
    end 
assign comreq = lcomreq;
assign gnt    = lgnt;
assign gnt3   = lgnt3;
assign gnt2   = lgnt2;
assign gnt1   = lgnt1;
assign gnt0   = lgnt0;
endmodule

===== design/flow/constraint.sdc =====
current_design pes_rr_arbiter

set clk_period 2.8
set clk_io_pct 0.2

create_clock -name clk0 -period $clk_period [get_ports {clk}]

set non_clock_inputs [all_inputs -no_clocks]
set_input_delay [expr $clk_period * $clk_io_pct] -clock clk0 $non_clock_inputs
set_output_delay [expr $clk_period * $clk_io_pct] -clock clk0 [all_outputs]

==> flow_summary.yaml <==
# yosys + openroad results
clock_tree:
  clk_latency_ps: 230
  htreeDepth: 1
  post-cts-setup-buffer-count: 0
  clk_pin_slew_ps: 40
  numCtsBuffers: 3
  cts_tree: "built"
  clockRootBuffer: "clkbuf_4"
  cts_resized: 0
  hold_buffers: 0
  clock_sinks: 4
  clockBufferDepth: 2
setup_path:
  timing.rr.end: "lgnt2$_SDFF_PP0_"
  start_kind: "primary input"
  cpMaxStageDelayCell: "or4_1"
  slowest_delay_ps: 470
  crit_required_ps: 2960
  cp.buffers_inverters: 1
  rrSetupSlack_ps: 1540
  path_max_fanout: 4
  reg2reg_depth: 3
  cp_cell_sequence: "clkdlybuf4s50_1, a22o_1, or4_1, a21oi_1"
  cp_top_family: "simple AND/OR/NAND/NOR gates"
  cp.arrival_ps: 1890
  criticalPathCategory: "primary input to flop"
  r2r-start: "lgnt3$_SDFF_PP0_"
  crit_path_end_kind: "flop"
drt:
  ant_nets: 0
  vias: 207
  routed_wl_um: 651
  antenna_cells: 0
  viasPerCell: 2.62
  drtIter0Drc: 7
  drc_errors: 0
  first_pass_iters: 2
  routedWlPerCell_um: 8.24
worst_hold_path:
  worstHoldPathCells: 2
  worstHoldPathType: "flop to flop"
floorplanning:
  die_area_um2: 6400
  ioPinCount: 10
  num_rows: 21
  fp_util: 0.0568
  fp.coreArea_um2: 3420
  fp.dieH_um: 80
  die_x_um: 80
timing:
  final_max_slew_viol_count: 0
  setup_violations: 0
  min_period_ps: 1730
  rsz0062_at_grt: "no"
  tns_ps: 0
  fmax_mhz: 578
  final_hold_viol_count: 0
  slew-limit-headroom: 0.822
  skew_ps: 1.58
  period_used_share: 0.618
  tightest_slew_ps: 265
power:
  switching_share: 0.218
  power_switching_uw: 34.5
  cellLeakagePower_uw: 0.000125
  internal_power_uw: 124
  ir_drop_mv: 0.0537
  pwr-share-seq: 0.391
  p_comb_frac: 0.157
  power_frac_clock: 0.451
  power.density_nw_per_um2: 436
synthesis:
  ys_seq_frac: 0.413
  synth_area_um2: 194
  area_leaders: "dfxtp_1, mux2i_1, a22o_1"
  top_area_frac: 0.413
  yosysCellCount: 21
  synth_cells: 21
  yosysUniqueCellTypes: 14
  edf_count: 0
  syn_area_per_cell_um2: 9.24
  yosys_warnings: 2
  netlist.top_cell.by_area: "dfxtp_1"
  synth_flops: 4
  synthArstFlopShare: 0
  top_cells_by_count: "dfxtp_1, a22o_1, mux2i_1, nand2b_1, o21ai_0"
  synthMostInstantiatedCell: "dfxtp_1"
  yosys_area_um2: 194
  flop_cell: "dfxtp_1"
placed_design:
  io_buffers: 9
  gp_congestion: 0.765
  hpwl_um: 540
cells_and_area:
  syn2layout_area_growth_pct: 87.7
  postLayoutCoreUtil: 0.107
  drive_above_1_share: 0.0909
flow_run:
  maxCapViolCount: 0
  openroad.warnings: 25
global_route:
  grt_usage: 0.0204
  antenna_found_initial: 0
  grt_pass1_vias: 216
  grt_max_degree: 7
  grt_first_pass_wirelength_um: 1040
  grt.overflow.total: 0
status:
  status: "finished clean"
routing by layer:
layer / track usage / up-vias / wire (µm)
met3: 0.00227 / 2 / 2
met4: 0.0123 / 0 / 25
met2: 0.0425 / 2 / 424
met5: 0 / - / 0
li1: - / 104 / -
met1: 0.0173 / 99 / 200
cells in the final DEF, fill, tap and decap left out, drive strengths merged, types with 2 or more instances in the layout:
cell type,instances
mux2i,2
a22o,2
nand2b,2
o21ai,2
clkdlybuf4s50,9
clkbuf,3
dfxtp,4
stage by stage:
step	total power [µW]	instances	hold slack [ps]	cell area, µm²	setup WS, ps
after detailed placement	88.5	76	492	342	823
after floorplan	71.4	21	444	194	1370
final	159	79	499	364	1070
after global placement	87.8	76	480	342	849
after global routing	171	79	542	364	1030
after CTS	164	79	500	364	1070
tightest hold or removal path: stages, from the launching register on:
cell,delay (ps)
dfxtp_1,310
nand2b_1,60
o21ai_0,70
cell type report:
cell class,instances,area (µm²)
inverter,1,3.75
clock buffer,3,22.5
timing repair buffer,9,90.1
multi-input combinational,16,110
tap,46,57.6
sequential,4,80.1
fill,399,3050
worst max-delay path by stage:
| stage | slack, ps | startpoint | cells past startpoint | end |
|---|---|---|---|---|
| final | 1070 | req3 | 4 | lgnt2$_SDFF_PP0_ |
| after global routing | 1030 | req2 | 4 | lgnt2$_SDFF_PP0_ |
| after CTS | 1070 | req2 | 4 | lgnt2$_SDFF_PP0_ |
power by group through the flow:
stage | Sequential [µW] | Combinational [µW] | Clock [µW]
CTS | 62.3 | 25.4 | 76.1
global route | 62.6 | 27.6 | 80.7
finish | 62.2 | 25.0 | 71.7
logic make-up after synthesis:
group,Yosys count,synth area share
DFF,4,0.413
buffers and inverters,1,0.0193
AOI/OAI and AO/OA,5,0.168
and+or+nand+nor,9,0.297
muxes,2,0.103
Power is estimated from default activity; no workload was simulated.
